## ./design.v

```verilog
`timescale 1ns/1ps
module divider_unsigned (
    input [31:0] i_dividend,
    input [31:0] i_divisor,
    output [31:0] o_quotient,
    output [31:0] o_remainder  
);
    wire [31:0] rem_wire [0:32];
    wire [31:0] div_wire [0:32];
    wire [31:0] quo_bits;
    assign rem_wire[0] = 32'b0;  
    assign div_wire[0] = i_dividend;  
    genvar i;
    generate
    for (i = 0; i < 32; i = i + 1) begin : stage
            divu_1iter u_divu_1iter (
                .i_remainder (rem_wire[i]),
                .i_dividend  (div_wire[i]),
                .i_divisor      (i_divisor),
                .o_remainder (rem_wire[i+1]),
                .o_quotient_bit (quo_bits[31-i]),
                .o_dividend (div_wire[i+1]),
                .i_quotient (),
                .o_quotient ()
            );
        end
    endgenerate
    assign o_quotient = quo_bits;
    assign o_remainder = rem_wire[32];
endmodule
`timescale 1ns/1ps
module divu_1iter (
    input  [31:0] i_remainder,  
    input  [31:0] i_dividend,  
    input  [31:0] i_divisor,  
    input  [31:0] i_quotient,  
    output [31:0] o_quotient,
    output [31:0] o_remainder,  
    output        o_quotient_bit,   
    output [31:0] o_dividend    
);
    wire [31:0] new_remainder;
    wire [31:0] subtracted_remainder;
    wire        can_subtract;
    assign new_remainder = {i_remainder[30:0], i_dividend[31]};
    assign can_subtract = (new_remainder >= i_divisor);
    assign subtracted_remainder = new_remainder - i_divisor;
    assign o_remainder = can_subtract ? subtracted_remainder : new_remainder;
    assign o_quotient_bit = can_subtract;
    assign o_dividend = i_dividend <<1;
    assign o_quotient = (i_quotient <<1) | {31'b0, o_quotient_bit};  
endmodule
```

## ./run.sh

```bash
#!/bin/bash
# OpenROAD 26Q1-2900-gdf79404cd8, Yosys 0.63+post, stock flow scripts
make -C /OpenROAD-flow-scripts/flow DESIGN_CONFIG=/design/flow/config.mk WORK_HOME=/design/flow/orfs finish
```

## ./config.mk

```make
export PLATFORM = sky130hd
export DESIGN_NAME = divider_unsigned
export DESIGN_NICKNAME = divider_unsigned
export VERILOG_FILES = /design/flow/design.v
export SDC_FILE = /design/flow/constraint.sdc
export NUM_CORES = 4
export LEC_CHECK = 1
export CORE_UTILIZATION = 40
```

## ./constraint.sdc

```tcl
current_design divider_unsigned

set clk_period 350.6
set clk_io_pct 0.2

create_clock -name clk0 -period $clk_period

set non_clock_inputs [all_inputs -no_clocks]
set_input_delay [expr $clk_period * $clk_io_pct] -clock clk0 $non_clock_inputs
set_output_delay [expr $clk_period * $clk_io_pct] -clock clk0 [all_outputs]
```

==> summary.txt <==
Figures from the implementation reports.

- The class of the tightest hold or removal check is in2out.
- Per the detail_route report, routed wire per instance is 28.5 um.
- The via count of the first global-routing pass reads 67000.
- Summing over every cut layer, the via total after detailed routing is 72500.
- The number of gates given a new drive strength after cts reads 0.
- The last weighted congestion value of the routability-driven placer reads 1.08.
- The count of pins over their slew limit is 0.
- The transition time of the tightest slew-check pin is 1150 ps.
- The initial antenna violation count reads 15.
- The headroom to the max-slew limit is 22.6%.
- Subtracting the final worst setup slack from the clock period gives 253090 ps.
- The floorplan step defined a die boundary enclosing 154000 um^2.
- The first global-routing pass estimated 458 mm of wire.
- The placed cell area is 65100 um^2.
- The number of placement rows reads 142.
- Before antenna repair, the detailed router went through 6 iterations.
- The worst setup path startpoint is i_divisor[27].
- In the final layout, the share of cells above drive strength 1 is 5.66%.
- The worst path uses 72.2% of the clock period.
- In the floorplan report the effective utilization is 40.5%.
- Per the layout area report, the register area comes to 0 um^2.
- Entering global routing, the biggest net connects 47 pins.
- The synthesized netlist cell count reads 9109.
- The yosys stat cell total is 9109.
- Setup repair after global routing left no endpoint under its margin.
- The total core area reads 150000 um^2.
- The internal power contribution reads 68.7 uW.
- The dominant cell type by count on the critical path is buf_4.
- The die height reads 392 um.
- The largest fanout on the critical path is 46.
- In the final report, the number of hold violations comes to 0.
- The global routing report lists met2 layer usage as 61.1%.
- The top cell type's share of synthesized area is 20.4%.
- Total power normalized to cell area comes to 2.50 nW/um^2.
- The sequential cell count of the final layout reads 0.
- The number of standard cells in the layout, taps in and fillers out reads 11200.
- The die is 392 um wide.
- Setup total negative slack on the finished layout was measured at 0 ps.
- The overall track demand over capacity in global routing is 41.0%.
- The sequential-to-total area share from yosys stat reads 0%.
- The total congestion overflow is 0.
- The multi-input gate area in the final layout is 58100 um^2.
- In this run the remaining antenna-violating nets after routing total 0.
- Counting instances in the post-synthesis netlist gives the leading cell types as ha_1 (994), nand2_1 (987), a21oi_1 (854).
- The met1 track demand over resource in global routing is 55.5%.
- The required time at the endpoint of the critical path reads 280480 ps.
- The count of input and output buffers is 128.
- STA puts the critical path data arrival time at 182970 ps.
- The I/O pin count reads 128.
- The critical path in this run is classified as in2out.
- Static timing analysis puts the maximum clock frequency at 3.95 MHz.
- The number of distinct library cells after synthesis is 101.
- The total of fill cells in the finished design is 16000.
- Summed over all cells, the static leakage comes to 31.9 nW.
- The biggest area contributor in the post-synthesis netlist is ha_1.
- The global routing met3 resource utilization is 7.88%.
- The summed area of non-filler cells in the final layout reads 65200 um^2.
- Dividing the synthesized area by the synthesized cell count gives 6.69 um^2.
- The type of destination of the critical path is an output pin.
- The end point of the critical path is o_remainder[31].
- The number of clock buffers in the layout is 0.
- The number of maximum-capacitance constraint violations reads 0.
- The reported net switching power reads 94.0 uW.
- STA classifies the critical path startpoint as a primary input.
- The main area contributors are ha_1 (20%), a21oi_1 (7.0%), xnor2_1 (6.3%).
- The cell with the largest stage delay on the worst path is nor3_1.
- Counting the warning lines in the Yosys log gives 1.
- After detailed routing, the number of vias per cell comes to 6.48.
- The share of the core filled with cells reads 43.3%.
- The number of placed instances with taps included is 11200.
- The layer with the highest usage reads met2.
- The maximum resistive drop on vdd is 0.00000409 V.
- The worst setup timing slack at the placement stage is 100770 ps.
- The synthesized cell area is 60900 um^2.
- The largest incremental delay on the critical path reads 960 ps.
- The most instantiated library cell after synthesis is ha_1.
- The total tool warning count reads 32.
- The DRC marker count from the first detailed-route iteration reads 7052.
- The run finished with clean final reports.
- The switching fraction of total power reads 57.8%.
- The count of hold buffers inserted by post-cts repair reads 0.
- The final setup violation count is 0.
- The total length of routed wires reads 319 mm.
- The final timing report gives a worst setup slack of 97510 ps.
- TritonRoute reported its final design rule violation total as 0.
- The number of buffers added for setup after CTS is 0.
- According to the Yosys statistics, the synthesized design has a chip area of 60900 um^2.
- The detailed placer's ending HPWL is 257 mm.
- The relative area change from synthesis to final layout reads 7.00%.
## how the worst min path moves through the flow
| stage | start | to | slack [ps] | cells past startpoint |
|---|---|---|---|---|
| finish | i_dividend[0] | o_remainder[0] | 141230 | 4 |
| global route | i_dividend[0] | o_remainder[0] | 141290 | 4 |
| CTS | i_dividend[0] | o_remainder[0] | 141230 | 4 |
## layout make-up
class,count,share of cell area [%]
Antenna cell,11,0.0422
Inverter,463,2.67
Multi-Input combinational cell,8373,89.1
Timing Repair Buffer,330,4.32
Tap cell,2016,3.87
## metrics by stage
stage / hold slack [ps] / power, mW
global placement: 141230 / 0.161
finish: 141230 / 0.163
detailed placement: 141220 / 0.159
floorplan: 140320 / 0.104
global route: 141290 / 0.177
CTS: 141230 / 0.160
## worst max-delay path: cells and delay by family
family	cells	cell delay (ps)
xor+xnor	4	580
buf+inv	69	18790
mux	4	1930
compound gates	205	56950
simple gates	93	22310
fa+ha+maj	31	11790
## metal layers
| metal | up-vias | routed length (um) |
|---|---|---|
| li1 | 34200 | - |
| met1 | 34000 | 135000 |
| met2 | 3429 | 134000 |
| met3 | 859 | 29300 |
| met4 | 10 | 21100 |
| met5 | - | 68 |
## placed cells by master, fill, tap and decap left out, types with 56 or more instances in the layout
| master | netlist | routed |
|---|---|---|
| xor2_1 | 290 | 290 |
| nor3_1 | 231 | 231 |
| a21boi_0 | 56 | 56 |
| and2_1 | 80 | 81 |
| a211oi_1 | 122 | 120 |
| nand2b_1 | 141 | 141 |
| mux2_2 | 90 | 90 |
| o31ai_1 | 88 | 88 |
| a21oi_1 | 854 | 853 |
| nor2b_1 | 108 | 108 |
| or2_2 | 66 | 66 |
| ha_1 | 994 | 994 |
| a31oi_1 | 140 | 140 |
| xnor2_1 | 435 | 435 |
| clkdlybuf4s50_1 | 0 | 126 |
| buf_4 | 35 | 200 |
| o21a_1 | 223 | 223 |
| nor2_1 | 806 | 804 |
| inv_1 | 448 | 417 |
| o21bai_1 | 126 | 125 |
| nand3_1 | 235 | 235 |
| nand4_1 | 150 | 150 |
| and3_1 | 88 | 88 |
| nand2_1 | 987 | 987 |
| o211ai_1 | 70 | 70 |
| a21o_1 | 431 | 431 |
| or3_1 | 96 | 96 |
| o21ai_0 | 570 | 569 |
| a211o_1 | 60 | 60 |
## cells by family after synthesis
logic type,share of synthesized area [%]
buf+inv,4.82
xor+xnor,10.4
simple gates,24.5
fa+ha+maj,21.4
mux,2.58
compound gates,36.2
Power figures rest on the tool's default switching activity, not on a simulated workload.
